===== flow/config.mk =====
export PLATFORM = sky130hd
export DESIGN_NAME = decoder_manch
export DESIGN_NICKNAME = decoder_manch
export VERILOG_FILES = /design/flow/design.v
export SDC_FILE = /design/flow/constraint.sdc
export NUM_CORES = 4
export LEC_CHECK = 1
export CORE_AREA = 10 10 80 80
export DIE_AREA = 0 0 90 90

===== flow/constraint.sdc =====
current_design decoder_manch

set clk_period 2.0
set clk_io_pct 0.2

create_clock -name clk0 -period $clk_period [get_ports {clk}]

set non_clock_inputs [all_inputs -no_clocks]
set_input_delay [expr $clk_period * $clk_io_pct] -clock clk0 $non_clock_inputs
set_output_delay [expr $clk_period * $clk_io_pct] -clock clk0 [all_outputs]

===== flow/design.v =====
`timescale 1ns/1ns
module decoder_manch #(
  parameter BAUDRATE = 115200 * 2,
  parameter CLK_FREQ = 18_750_000
) (
  input  wire clk, 
  input  wire rx_data,
  output reg  data_tx
);
  initial begin
    $dumpfile("dump1.vcd");
    $dumpvars(1, decoder_manch);
  end
  localparam FULLBAUD =  CLK_FREQ / BAUDRATE;
  localparam bit_width = $clog2(FULLBAUD);
  localparam HALFBAUD = FULLBAUD / 2;
  reg prev_data;
  wire rising_edge  = (prev_data == 1'b0) && (rx_data == 1'b1);
  wire falling_edge = (prev_data == 1'b1) && (rx_data == 1'b0);
  reg [16 - 1 :0] clk_counter;
  reg CLK_TX;
  always @(posedge clk) begin
    clk_counter <= clk_counter + 1;
    prev_data <= rx_data;
    if ( rising_edge == 1'b1) begin
      if ( clk_counter >= FULLBAUD + HALFBAUD  && clk_counter <= FULLBAUD + FULLBAUD + FULLBAUD) begin
        data_tx     <= 1'b1;
        clk_counter <= 0;  
      end  
    end else if (falling_edge == 1'b1) begin
      if ( clk_counter >= FULLBAUD + HALFBAUD  && clk_counter <= FULLBAUD + FULLBAUD + FULLBAUD) begin
        data_tx     <= 1'b0;
        clk_counter <= 0;  
      end       
    end
  end
endmodule

===== flow/run.sh =====
#!/bin/bash
# OpenROAD 26Q1-2900-gdf79404cd8, Yosys 0.63+post, stock flow scripts
make -C /OpenROAD-flow-scripts/flow DESIGN_CONFIG=/design/flow/config.mk WORK_HOME=/design/flow/orfs finish

==> impl_summary.log <==
[flow] collecting metrics
[metrics] fraction of the cycle the final worst path needs: between 70% and 80%
[metrics] Pwr Density: around 650 mW/mm²
[metrics] master of the slowest instance on the critical path: sky130_fd_sc_hd__clkdlybuf4s50_1
[metrics] Synth flops: 18
[metrics] most frequent logic cell in the layout: sky130_fd_sc_hd__dfxtp_1
[metrics] number of nets still failing antenna checks after routing: 0
[metrics] Remaining DRCs: 0
[metrics] Die Size: ~0.0081 mm²
[metrics] share of Yosys cell area claimed by the top area cell type: between 30 and 40%
[metrics] Lkg Pwr: around 0.43 nW
[metrics] Mapped Cells: between 80 and 90
[metrics] final max-slew violation count: 0
[metrics] Setup-failing EPs final: 0
[metrics] Setup TNS Final: 0 ps
[metrics] unrepaired setup endpoints after global routing: no
[metrics] DRC marker count from the first detailed-route iteration: 11
[metrics] CTS root buffer: sky130_fd_sc_hd__clkbuf_8
[metrics] critical path type: input pin to flip-flop
[metrics] Min-Delay Path Class: flip-flop to flip-flop
[metrics] outcome: finished clean
[metrics] number of resized instances in the post-cts repair step: 0
[metrics] insertion delay to the later sink of the worst-skew pair: roughly 250 ps
[metrics] Power, Total: 0.663 mW
[metrics] IO Pins: 3
[metrics] clock tree from TritonCTS: done
[metrics] CTS sink cnt: 18
[metrics] global router's overall resource usage: under 10%
[metrics] Final Non-Filler Cells: between 150 and 200
[metrics] fraction of layout cells with a size suffix above 1: approximately 14%
[metrics] vias in the first global route: around 600
[metrics] width of the die: 90 µm
[metrics] Final Skew: between 1.5 and 2 ps
[metrics] clock transition time at the flip-flop clock pins of the worst setup and hold paths: roughly 70 ps
[metrics] core outline area: 0.00472 mm²
[metrics] Worst Max-Slew Pin Slew: 297 ps
[metrics] most instantiated logic cells after routing: 17 x sky130_fd_sc_hd__dfxtp_1, 10 x sky130_fd_sc_hd__xor2_1, 7 x sky130_fd_sc_hd__nor4_1
[metrics] number of hold buffers added after CTS: 0
[metrics] number of filler instances in the final layout: between 500 and 600
[metrics] CP max stage delay: ~500 ps
[metrics] GP Congestion: just over 0.8
[metrics] number of detailed-route iterations in the first pass: 4
[metrics] Slew Limit Headroom: 80.0%
[metrics] required time of the worst setup path: 2180 ps
[metrics] vertical die size: roughly 90 µm
[metrics] worst-path fanout max: 8
[metrics] shortest period the worst path allows: about 1500 ps
[metrics] kind of start point of the critical path: input pin
[metrics] endpoint class of the critical path: flip-flop
[metrics] Post-Route Hold Slack: around 460 ps
[metrics] via density per instance: slightly above 4
[metrics] Max H-tree Level: 1
[metrics] wire length of the first global-routing pass: around 2800 µm
[metrics] yosys stat cell total: 87
[metrics] placed instance count: 154
[metrics] count of synthesis-stage warnings from yosys: 3
[metrics] global route total overflow: 0
[metrics] Post-CTS Setup Bufs: 0
[metrics] HPWL reported at the end of detailed placement: ~1100 µm
[metrics] Cell Area, Synth: approximately 860 µm²
[metrics] # port buffers: 2
[metrics] maximum number of pins on one net before global-route repair: 11
[metrics] worst-case clock buffer depth: 2
[metrics] ranking of synthesized cells by area: sky130_fd_sc_hd__dfxtp_1 39%, sky130_fd_sc_hd__xor2_1 10%, sky130_fd_sc_hd__ha_1 7.2%
[metrics] Core Rows: 25
[metrics] number of antenna diodes: 0
[metrics] sequence of cells on the critical path: clkdlybuf4s50_1 -> inv_1 -> ha_1 -> or2_2 -> a32oi_1
[metrics] number of antenna violations at the first check in global routing: 0
[metrics] per-cell routed wire length: between 9 and 10 µm
[metrics] number of buffers inserted during clock tree synthesis: 3
[metrics] Via Count: about 640
[metrics] Final Util: between 20% and 30%
[metrics] worst-case vdd ir drop: about 0.00034 V
[metrics] Synth Area per Inst: slightly below 10 µm²
[metrics] final hold violation count: 0
[metrics] library cell with the largest summed area after synthesis: sky130_fd_sc_hd__dfxtp_1
[metrics] CP Data Arrival Time: roughly 1700 ps
[metrics] kind of cell adding the most delay to the critical path: buffers and inverters
[metrics] Log Warnings: 28
[metrics] total detailed-routing wirelength: roughly 1500 µm
[metrics] yosys stat area: 863 µm²
[metrics] sequential-to-total area share from yosys stat: between 40% and 50%
[metrics] Critical path buffers and inverters: 2
[metrics] reported max-cap violation count: 0
[metrics] Cell variety after synth: 27
[metrics] Initial Utilization: about 18%
[metrics] area added between synthesis and finish: 17.2%
[metrics] achievable frequency: approximately 0.66 GHz
-- cell usage after synthesis, drive strengths merged --
cell type / count
a31oi: 5
a32oi: 3
and3b: 1
buf: 4
dfxtp: 17
edfxtp: 1
ha: 5
inv: 5
nand2: 4
nand3: 5
nand4: 5
nor2: 1
nor3: 3
nor3b: 1
nor4: 7
o21ai: 3
o21bai: 1
o311a: 1
or2: 1
or3: 3
xnor2: 1
xor2: 10
-- metrics by stage --
stage | cell area (µm²) | setup slack [ps]
2_1_floorplan | 863 | 527
3_3_place_gp | 957 | 238
3_5_place_dp | 957 | 227
4_1_cts | 1010 | 482
5_1_grt | 1010 | 361
6_report | 1010 | 475
-- cells by family (layout without fill, tap and decap cells) --
kind of cell / count (synthesis) / after routing / share of synthesized area, %
adder cells (fa/ha/maj): 5 / 5 / 7.25
flip-flops: 18 / 18 / 42.9
XOR/XNOR: 11 / 11 / 11.2
buffers and inverters: 9 / 13 / 5.07
AND-OR/OR-AND: 13 / 13 / 10.9
AND/OR/NAND/NOR: 31 / 31 / 22.8
-- area by class of cell --
class / instances / area (µm²) / share of cell area [%]
multi-input combinational: 60 / 449 / 44.4
sequential: 18 / 370 / 36.6
tap: 67 / 83.8 / 8.28
clock buffer: 4 / 55.1 / 5.44
timing repair buffer: 4 / 35.0 / 3.46
inverter: 5 / 18.8 / 1.85
-- worst paths after layout --
check                               start                       to  slack (ps)  cells past startpoint
setup reg to reg   clk_counter[3]$_DFF_P_        data_tx$_DFFE_PP_         540                      3
hold reg to reg   clk_counter[15]$_DFF_P_  clk_counter[15]$_DFF_P_         460                      1
setup / recovery                  rx_data   clk_counter[6]$_DFF_P_         480                      5
hold / removal    clk_counter[15]$_DFF_P_  clk_counter[15]$_DFF_P_         460                      1
-- worst register-to-register path, cell delays in order, from the launching register on --
cell and delay, ps:
sky130_fd_sc_hd__dfxtp_1 480, sky130_fd_sc_hd__nand4_1 280, sky130_fd_sc_hd__o21bai_2 240, sky130_fd_sc_hd__and3b_1 180
-- flip-flops by register name, indices dropped and copies added, names as in the netlist --
register,cells
clk_counter,16
data_tx,1
prev_data,1
-- where the power goes --
group	switching, mW	internal [mW]
Sequential	0.000549	0.363
Combinational	0.00596	0.00456
Clock	0.115	0.175
Total	0.121	0.542
-- metal layers --
metal	wire [µm]	GRT usage, %	part of all wire, %	up-vias
met5	0	0	0	-
met4	0	0.398	0	0
met3	63	1.09	4.1	0
met2	711	5.75	46	13
met1	765	5.60	50	295
li1	-	-	-	328
No activity file was given, so power comes from the tool's default toggle rates.

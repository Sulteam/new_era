<file path="flow/constraint.sdc">
current_design top

set clk_period 8.8
set clk_io_pct 0.2

create_clock -name clk0 -period $clk_period [get_ports {clk}]

set non_clock_inputs [all_inputs -no_clocks]
set_input_delay [expr $clk_period * $clk_io_pct] -clock clk0 $non_clock_inputs
set_output_delay [expr $clk_period * $clk_io_pct] -clock clk0 [all_outputs]
</file>
<file path="flow/config.mk">
export PLATFORM = sky130hd
export DESIGN_NAME = top
export DESIGN_NICKNAME = top
export VERILOG_FILES = /design/flow/design.v
export SDC_FILE = /design/flow/constraint.sdc
export NUM_CORES = 4
export LEC_CHECK = 1
export CORE_UTILIZATION = 30
</file>
<file path="flow/design.v">
module clk_div_4 (
  input     wire clk,
  output    reg  clk_div_4 = 0
);
  reg clk_div_2;
  always @(posedge clk) begin
    clk_div_2 <= !clk_div_2;
  end
  always @(posedge clk_div_2) begin
    clk_div_4 <= !clk_div_4; 
  end
endmodule
module data_adc (
  input     wire     mclkin,
  input     wire     data_in_i,   
  input     wire     data_in_u,    
  output    reg      mdat_i,       
  output    reg      mdat_u       
);
  always @(posedge mclkin) begin
    mdat_i <= data_in_i;
    mdat_u <= data_in_u;
  end
endmodule
module filter_sinc3 #(
  parameter WIDTH = 16,
  parameter REG_BIT_WIDTH = 37      
) (
  input                       mclkin,                 
  input                       mdata1,                 
  input                       word_clk,               
  output reg [WIDTH - 1: 0]   DATA                    
);
   reg [REG_BIT_WIDTH - 1:0] ip_data1;
   reg [REG_BIT_WIDTH - 1:0] acc1;
   reg [REG_BIT_WIDTH - 1:0] acc2;
   reg [REG_BIT_WIDTH - 1:0] acc3;
   reg [REG_BIT_WIDTH - 1:0] acc3_d2;
   reg [REG_BIT_WIDTH - 1:0] diff1;
   reg [REG_BIT_WIDTH - 1:0] diff2;
   reg [REG_BIT_WIDTH - 1:0] diff3;
   reg [REG_BIT_WIDTH - 1:0] diff1_d;
   reg [REG_BIT_WIDTH - 1:0] diff2_d;
  always @(mdata1) begin
    if (mdata1 == 0) begin
	   ip_data1 <= 37'd0;
	 end else begin
	   ip_data1 <= 37'd1;
    end
  end
  always @(negedge mclkin) begin
   acc1 <= acc1 + ip_data1;
   acc2 <= acc2 + acc1;
   acc3 <= acc3 + acc2;
  end
  always @(posedge word_clk) begin
   diff1 <= acc3 - acc3_d2;
	 diff2 <= diff1 - diff1_d;
	 diff3 <= diff2 - diff2_d;
	 acc3_d2 <= acc3; 
	 diff1_d <= diff1;
	 diff2_d <= diff2;
  end
  always @ ( posedge word_clk ) begin
    DATA <= (diff3[24:8] == 17'h10000) ? 16'hFFFF : diff3[23:8];   
  end
endmodule
module top #(
  parameter WIDTH = 16 
  ) (
    input    clk,               
    input    data_in_i,         
    input    data_in_u,         
    output   mclkin,            
    output   data_tx            
);
  wire      mdat_i;
  wire      mdat_u;
  wire      word_clk;
  wire  [WIDTH - 1 :0]  FILTERED_DATA_I;
  wire  [WIDTH - 1 :0]  FILTERED_DATA_U;
  clk_div_4 gen_mclkin (
    .clk(clk),
    .clk_div_4(mclkin)
  );
  word_clk gen_word_clk (
  .mclkin(mclkin),
  .word_clk(word_clk)
  );
  data_adc SIGMA_DELTA_DATA (
  .data_in_i(data_in_i),
  .data_in_u(data_in_u),
  .mclkin(mclkin),
  .mdat_i(mdat_i),
  .mdat_u(mdat_u)
  );
  filter_sinc3 data_filter_I (
  .mclkin(mclkin),
  .mdata1(mdat_i),
  .word_clk(word_clk),
  .DATA(FILTERED_DATA_I)
  );
  filter_sinc3 data_filter_U (
  .mclkin(mclkin),
  .mdata1(mdat_u),
  .word_clk(word_clk),
  .DATA(FILTERED_DATA_U)
  );
  uart_tx #(
  .DATA_BITS(8),
  .STOP_BITS(1),
  .FIRST_BIT("msb"),
  .BAUDRATE(115200),
  .CLK_FREQ(18_750_000)
) send_data (
  .clk(clk),
  .tx(data_tx),
  .tx_valid(word_clk),
  .tx_data(FILTERED_DATA_I)
);  
endmodule
module uart_tx #(
  parameter DATA_BITS = 8,
  parameter STOP_BITS = 1,
  parameter FIRST_BIT = "lsb",
  parameter PARITY_TYPE = "none",
  parameter BAUDRATE = 115200,
  parameter CLK_FREQ = 75_000_000  
) (
  input wire clk,
  output reg tx,
  output reg busy,   
  input wire tx_valid,
  input wire [DATA_BITS - 1 : 0] tx_data
);
parameter IDLE_S       = 2'b01;
parameter TRANSMIT_S   = 2'b10;
localparam FULLBAUD = CLK_FREQ / BAUDRATE;
localparam SR_LEN = DATA_BITS +
                   ((PARITY_TYPE != "none") ? 1 : 0) + 
                   STOP_BITS;
reg [2:0] state;  
reg [SR_LEN-1:0] tx_shiftreg;
reg [31:0] clk_counter;
reg [31:0] baud_counter;
function [DATA_BITS - 1 : 0] reverse_slv;
  input [DATA_BITS - 1: 0] data;
  integer i;
  begin
    reverse_slv = 0;
    for (i = 0; i < DATA_BITS; i = i + 1)
      reverse_slv[i] = data[DATA_BITS - 1 - i];
  end
endfunction
function parity_bit;
  input [DATA_BITS-1:0] data;
  integer i;
  reg result;
  begin
    result = 0;
    for (i = 0; i < DATA_BITS; i = i + 1)
      result = result ^ data[i];
      parity_bit = result;
  end
endfunction
function parity_check;
  input [DATA_BITS-1:0] data;
  input [255:0] parity_type; 
  reg parity;
  begin
    parity = ^data; 
    if (parity_type == "none")
      parity_check = 1'b1;
      else if (parity_type == "even")
        parity_check = ~parity;
      else  
        parity_check = parity;
  end
endfunction
always @(posedge clk) begin
  begin
    case (state)
        IDLE_S: begin
          busy <= 1'b0;
          if (tx_valid == 1'b1) begin
            state <= TRANSMIT_S;
            tx <= 1'b0;
					if (FIRST_BIT == "msb") begin
            tx_shiftreg[SR_LEN-1 -: DATA_BITS] <= tx_data;
          end else begin  
            tx_shiftreg[SR_LEN-1 -: DATA_BITS] <= reverse_slv(tx_data);
          end
						tx_shiftreg[STOP_BITS-1:0] <= {STOP_BITS{1'b1}};
          end
          end
        TRANSMIT_S: begin
          clk_counter <= clk_counter + 1;
          busy <= 1'b1;
              if (clk_counter == FULLBAUD-1) begin
                tx <= tx_shiftreg[SR_LEN-1];
                tx_shiftreg <= {tx_shiftreg[SR_LEN-2:0], 1'b1};
                baud_counter <= baud_counter + 1;
                clk_counter <= 0; 
              end
              if (baud_counter == SR_LEN && clk_counter == FULLBAUD-1) begin
                state <= IDLE_S;
                tx <= 1'b1;
                clk_counter <= 0;
                baud_counter <= 0;
              end
            end
            default: begin
                state <= IDLE_S;
                tx <= 1'b1;
                tx_shiftreg <= {SR_LEN{1'b1}};
                clk_counter <= 0;
                baud_counter <= 0;
            end
        endcase
    end
end
endmodule
module word_clk #( 
  parameter DIVCLK = 256
) (
  input         mclkin,
  output reg    word_clk = 0
);
  localparam bit_width = $clog2(DIVCLK);  
  reg [bit_width :0] word_count = 0;
  always @(posedge mclkin) begin
    word_count <= word_count + 16'b1;
    if (word_count == DIVCLK-1) begin 
      word_count <= 16'b0;
      word_clk <= 1'b0;
    end else if (word_count == DIVCLK/2-1) begin 
      word_clk <= 1'b1;
    end
  end
endmodule
</file>
<file path="flow/run.sh">
#!/bin/bash
# OpenROAD 26Q1-2900-gdf79404cd8, Yosys 0.63+post, stock flow scripts
make -C /OpenROAD-flow-scripts/flow DESIGN_CONFIG=/design/flow/config.mk WORK_HOME=/design/flow/orfs finish
</file>
==> flow_summary.yaml <==
# implementation run metrics
route:
  drt_pre_antenna_iters: 5
  dr_total_vias: 10500
  via_per_inst: 4.61
  drt_iter0_drc: 403
  drtAntennaViolNets: 0
  avgRoutedWirePerCell_um: 10.6
  diodes: 0
  drt_wl_total_mm: 24.3
  drc: 0
placement:
  hpwl_mm: 18.9
  io_buffers: 3
  place.gp.congestion: 0.865
synthesis:
  largest_area_cell: "dfxtp_1"
  synth_area_um2: 15600
  synthDistinctLibCells: 71
  ys_seq_share_pct: 44.9
  simple_gate_area_share_pct: 15.7
  ys_sh_adder_pct: 10.8
  mux_share_pct: 0.0641
  ys_sh_xor_pct: 9.75
  ys_area_um2: 15600
  flop_cell: "dfxtp_1"
  syn-instance-count: 1605
  edf_count: 75
  top_area_share_pct: 30.5
  yosys.area_share.aoi_pct: 15.5
  synthTopCellsByArea: "dfxtp_1 30%, edfxtp_1 14%, ha_1 10%"
  numSynthFlops: 313
  syn_area_per_cell_um2: 9.73
  yosysWarnings: 6
  yosysCellCount: 1605
  synth.logic.top_family: "simple AND/OR/NAND/NOR gates"
  async_flop_share_pct: 0
timing:
  setup_viol: 0
  unclocked_regs: 237
  finalMaxSlewViolations: 0
  fin_skew_ns: 0.00684
  rsz0062_at_grt: "false"
  final.period_utilization_pct: 32.9
  hold_violations: 0
  tightest_slew_ns: 0.737
  max_slew_margin_pct: 50.4
  fin_hold_ws_ns: 0.456
  fmax_ghz: 0.345
  setup-tns-final_ns: 0
  finalCriticalPeriod_ns: 2.90
  untimed_endpoints: 238
power_and_ir_drop:
  switching_share_pct: 18.4
  p_leak_uw: 0.00726
  vdd_drop_max_mv: 0.0986
  p_clk_share_pct: 47.4
  p_seq_share_pct: 52.5
  power_density_nw_per_um2: 44.5
  p_switching_uw: 137
  comb_power_share_pct: 0.1
  p_int_uw: 608
job:
  warnings: 29
  max_cap_violations: 0
setup_path:
  crit_path_max_incr_delay_ns: 0.47
  path_delay_family: "buffers and inverters"
  path_buffers: 1
  path_class: "reg -> out"
  timing.rr.start: "send_data.clk_counter[1]"
  path_max_fanout: 1
  cp-start-kind: "register"
  startpoint: "send_data.tx"
  crit_path_end_kind: "output pin"
  cp_slowest_cell: "clkdlybuf4s50_1"
  path_cells: "clkdlybuf4s50_1"
  worstPathArrival_ns: 1.14
  required_ns: 7.04
clocking:
  cts_tree: "built"
  clkTransAtPathRegs_ns: 0.06
  numCtsBuffers: 9
  cts_resized: 0
  htreeDepth: 3
  post_cts_buffers: 0
  cts_root_buf: "clkbuf_16"
  cts_buffer_depth: 2
  insertion_delay_ns: 0.33
  hold_buffers: 0
floorplanning:
  initial_core_util_pct: 30.4
  io_pins: 5
  core.rowCount: 83
  die_h_um: 230
  core_area_um2: 51400
  die_w_um: 230
  die_area_um2: 53000
global_route:
  grt_usage_pct: 9.19
  antenna_found_initial: 0
  grt_pass1_vias: 9495
  overflow: 0
  grt_max_degree: 96
  grt_pass1_wl_mm: 41.9
hold_path:
  hp-start: "gen_mclkin.clk_div_2"
  hold_class: "reg -> reg"
status:
  status: "completed"
finish:
  areaGrowthSynthToFinish_pct: 7.15
  layout-drive-gt1-share_pct: 3.18
  lay_top_cells: "237 x dfxtp_1, 146 x nor2_1, 129 x ha_1, 108 x inv_1, 99 x a21oi_1"
  final_common_cell: "dfxtp_1"
-- layout make-up --
cell class	count	area (um2)
clock buffer	10	229
clock inverter	5	53.8
fill	5102	34700
inverter	109	409
multi-input combinational	1156	8100
sequential	313	7020
tap	680	851
timing repair buffer	9	75.1
-- cell usage after synthesis (22+ instances only) --
cell / number
inv_1: 109
clkbuf_1: 26
nor3_1: 25
xor2_1: 83
o21ai_0: 60
nor2_1: 147
xnor2_1: 91
a21oi_1: 99
dfxtp_1: 238
nand3_1: 58
edfxtp_1: 75
nand2_1: 86
o21a_1: 22
and3_1: 29
nand4_1: 27
ha_1: 129
a21o_1: 52
-- power by group through the flow --
stage	Combinational [uW]	Clock (uW)	Sequential [uW]
4_1_cts	0.442	364	391
5_1_grt	0.464	376	391
6_report	0.442	354	392
-- per-stage QoR --
step | cells | utilization, % | setup WS, ns | power, uW | area (um2)
6_report | 2282 | 32.6 | 5.90 | 746 | 16700
5_1_grt | 2282 | 32.6 | 5.84 | 768 | 16700
4_1_cts | 2282 | 32.6 | 5.88 | 756 | 16700
3_5_place_dp | 2267 | 32.0 | 6.23 | 400 | 16500
3_3_place_gp | 2267 | 32.0 | 6.25 | 400 | 16500
2_1_floorplan | 1605 | - | 5.67 | 399 | 15600
-- cells by family after synthesis --
group	Yosys count
simple gates	490
flops	313
buf+inv	136
xor+xnor	174
mux	1
fa+ha+maj	133
compound gates	358
-- sequential cells by signal (all words and copies together), names as in the netlist, 17 cells and up --
signal                  flops
send_data.baud_counter     32
data_filter_I.diff3        17
data_filter_I.acc2         25
data_filter_I.acc3_d2      25
data_filter_I.diff2_d      25
data_filter_I.acc1         25
data_filter_I.acc3         25
data_filter_I.diff1_d      25
data_filter_I.diff1        25
data_filter_I.diff2        25
send_data.clk_counter      32
-- path summary, 6_finish.rpt --
| check | endpoint | slack (ns) | cells after the start |
|---|---|---|---|
| setup / recovery | data_tx | 5.90 | 1 |
| hold / removal | gen_mclkin.clk_div_2 | 0.46 | 1 |
| setup reg to reg | send_data.baud_counter[9] | 6.18 | 8 |
| hold reg to reg | gen_mclkin.clk_div_2 | 0.46 | 1 |
-- metal layers --
metal / up-vias / routed length (um) / share of wire [%] / GRT usage, %
met5: - / 0 / 0 / 0
met4: 0 / 260 / 1.1 / 1.01
met1: 4687 / 12500 / 52 / 13.7
met2: 70 / 11100 / 46 / 15.4
li1: 5732 / - / - / -
met3: 24 / 365 / 1.5 / 0.595
Power is estimated from default activity; no workload was simulated.

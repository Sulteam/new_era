===== /design/flow/run.sh =====
#!/bin/bash
# OpenROAD 26Q1-2900-gdf79404cd8, Yosys 0.63+post, stock flow scripts
make -C /OpenROAD-flow-scripts/flow DESIGN_CONFIG=/design/flow/config.mk WORK_HOME=/design/flow/orfs finish

===== /design/flow/config.mk =====
export PLATFORM = sky130hd
export DESIGN_NAME = manch_encoding
export DESIGN_NICKNAME = manch_encoding
export VERILOG_FILES = /design/flow/design.v
export SDC_FILE = /design/flow/constraint.sdc
export NUM_CORES = 4
export LEC_CHECK = 1
export CORE_AREA = 10 10 70 70
export DIE_AREA = 0 0 80 80

===== /design/flow/constraint.sdc =====
current_design manch_encoding

set clk_period 1.5
set clk_io_pct 0.2

create_clock -name clk0 -period $clk_period [get_ports {clk}]

set non_clock_inputs [all_inputs -no_clocks]
set_input_delay [expr $clk_period * $clk_io_pct] -clock clk0 $non_clock_inputs
set_output_delay [expr $clk_period * $clk_io_pct] -clock clk0 [all_outputs]

===== /design/flow/design.v =====
`timescale 1ns/1ns
module manch_encoding #(
  parameter BAUDRATE = 115200 * 2,
  parameter CLK_FREQ = 18_750_000
) (
  input  wire clk,
  input  wire rst,
  input  wire tx_data,
  output wire tx_manch
);
  initial begin
    $dumpfile("dump.vcd");
    $dumpvars(1, manch_encoding);
  end
  localparam FULLBAUD =  CLK_FREQ / BAUDRATE;
  localparam bit_width = $clog2(FULLBAUD);
  reg [bit_width - 1 :0] clk_counter; 
  reg CLK_TX;
  always @(posedge clk) begin
    if ( rst == 1 ) begin
      clk_counter <= 0;
      CLK_TX <= 0;
    end else begin
      clk_counter <= clk_counter + 1;
      if (clk_counter == FULLBAUD-1) begin
        CLK_TX <= ~ CLK_TX;
        clk_counter <= 0;
      end 
    end
  end
  assign tx_manch = CLK_TX ^ tx_data;
endmodule

==> results.ini <==
[power_and_ir_drop]
vdd_drop_max_uv=202
power_density_mw_per_mm2=910
p_leak_nw=0.160

[timing]
grt_setup_unrepaired=false
final_max_slew_viol_count=0
period_needed_ps=1410
skew_ps=1.52
setup-tns-final_ps=0
hold_viol=0
fmax_mhz=708
worst_pin_slew_ps=187
min_period_over_period_pct=94.2
finalSetupViolCount=0
worst_slack_ps=87.0
slew_headroom_pct=87.5

[synthesis]
area_leaders=dfxtp_1, xor2_1, ha_1
edf_count=0
synth_warnings=3
yosys-stat-area_sq_um=347
ys_seq_share_pct=46.2
synth_cell_types=13
common_cells=dfxtp_1, nor2_1
avgSynthCellArea_sq_um=8.89
yosys.area.top_type_share_pct=46.2
ff_type=dfxtp_1
ys_ff=8
synth-async-reset-ratio_pct=0
yosysTopAreaCell=dfxtp_1
postSynthCellCount=39
yosys_cells=39
top_cell=dfxtp_1
netlist_area_sq_um=347

[run_status]
status=finished, final reports clean

[die]
die_area_sq_mm=0.00640
fp_util_pct=10.1
pin_count=4
die_h_um=80
fp.coreArea_sq_mm=0.00342
rows=21
die_x_um=80

[routing]
viasPerCell=3.05
wl_met3_um=108
vias=281
drt-total-wl_um=603
antenna_cells=0
dr_wl_met2_um=204
initialDrtViolationCount=30
antenna_left=0
firstDrtPassIters=4
wl_per_cell_um=6.55
wl_met1_um=281
top_layer=met4
drc=0

[finish]
area_growth_pct=33.6
fin_area_sq_um=463
fillers=396
fin_util_pct=13.6
layout-drive-gt1-share_pct=10.9

[clock_tree]
clock_latency_ps=250
cts_made_buffers=3
clk_pin_slew_ps=50
clock_path_buffers=2
cts_tree=built
h-tree-depth=1
cts_root_buf=clkbuf_4
cts.sinks=8

[flow_run]
cap_viol_max_count=0
warning_count=26

[global_routing]
grt_overflow=0
antenna_found_initial=0
grt_usage_pct=2.09
grt_max_degree=7
grt_pass1_wl_mm=1.04
first_global_vias=257

[placed_design]
port_buffers=3
hpwl_um=438
place_ws_ps=-193
dpl_cell_area_sq_um=442
gp_congestion=0.759

[critical_path]
start_kind=register
arrival_ps=1600
path_class=register to register
worst_setup_path_end_kind=register
cp.required_ps=1690
worst-path-max-fanout=5
rr_worst_depth=3

[hold_path]
min_path_cells=1
hp-class=register to register

## sequential cells by signal, indices dropped and copies added (netlist names)
| signal | cells |
|---|---|
| CLK_TX | 1 |
| clk_counter | 7 |
## critical path, cell delays in order (launching register included)
cell	delay (ps)
dfxtp_1	350
or4b_4	550
or3_1	310
a21oi_1	130
## routing by layer
layer | GRT usage [%] | vias to the layer above
met5 | 0 | -
met4 | 0.352 | 0
met3 | 2.16 | 2
met2 | 2.41 | 11
met1 | 2.61 | 122
li1 | - | 146
## worst paths after layout
check                        end            from  slack, ps
setup / recovery          CLK_TX  clk_counter[3]         90
hold / removal    clk_counter[0]  clk_counter[0]        460
setup reg to reg          CLK_TX  clk_counter[3]         90
hold reg to reg   clk_counter[0]  clk_counter[0]        460
## layout make-up
cell class / count / area (sq um) / share of cell area, %
Clock buffer: 3 / 22.5 / 4.86
Inverter: 3 / 11.3 / 2.43
Multi-Input combinational cell: 28 / 175 / 37.8
Sequential cell: 8 / 160 / 34.6
Tap cell: 46 / 57.6 / 12.4
Timing Repair Buffer: 4 / 36.3 / 7.84
## repair_timing
action | in CTS | in global routing
endpoints found under the setup margin | 1 | 0
setup buffers | 0 | 0
hold buffers | 0 | 0
gates resized | 1 | 0
## power by group
group	total (W)	leakage, nW	switching [W]	internal (W)
logic	0.0000300	0.0816	0.0000131	0.0000169
registers	0.000226	0.0651	0.00000664	0.000220
clock network	0.000165	0.0138	0.0000734	0.0000916
total	0.000421	0.160	0.0000931	0.000328
## stage by stage
| stage | hold slack, ps | total power [W] | std cells |
|---|---|---|---|
| floorplan | 369 | 0.000246 | 39 |
| global placement | 442 | 0.000261 | 89 |
| detailed placement | 452 | 0.000262 | 89 |
| CTS | 467 | 0.000433 | 92 |
| global route | 474 | 0.000449 | 92 |
| finish | 461 | 0.000421 | 92 |
## cell families after synthesis
family | after synthesis | synth area share (%)
adders and majority gates | 2 | 7.22
DFF | 8 | 46.2
buffers and inverters | 3 | 3.25
xor gates and xnor gates | 4 | 10.1
AOI/OAI and AO/OA | 7 | 10.8
and+or+nand+nor | 15 | 22.4
## cell usage in the layout, fill, tap and decap left out
master | synthesis | layout
nand2_1 | 3 | 3
nand3_1 | 3 | 3
or4b_4 | 1 | 1
ha_1 | 2 | 2
dfxtp_1 | 8 | 8
nor2_1 | 5 | 5
xor2_1 | 3 | 3
buf_4 | 0 | 1
a21oi_1 | 3 | 3
xnor2_1 | 1 | 1
dlygate4sd2_1 | 0 | 1
clkbuf_4 | 0 | 3
or3_1 | 3 | 3
inv_1 | 3 | 3
o21bai_1 | 1 | 1
o21ai_0 | 3 | 3
clkdlybuf4s50_1 | 0 | 2
Power is estimated from default activity; no workload was simulated.
